[/design/flow/config.mk]
export PLATFORM = sky130hd
export DESIGN_NAME = i2c_top
export DESIGN_NICKNAME = i2c_top
export VERILOG_FILES = /design/flow/design.v
export SDC_FILE = /design/flow/constraint.sdc
export NUM_CORES = 4
export LEC_CHECK = 1
export CORE_UTILIZATION = 40
[/design/flow/constraint.sdc]
current_design i2c_top

set clk_period 3.7
set clk_io_pct 0.2

create_clock -name clk0 -period $clk_period [get_ports {clk}]

set non_clock_inputs [all_inputs -no_clocks]
set_input_delay [expr $clk_period * $clk_io_pct] -clock clk0 $non_clock_inputs
set_output_delay [expr $clk_period * $clk_io_pct] -clock clk0 [all_outputs]
[/design/flow/design.v]
`timescale 1ns / 1ps
module i2c_master_controller
(
	input wire clk,
	input wire rst,
	input wire [6:0] addr,
	input wire [31:0] data_in,
	input wire enable,
	input wire rw,
	output reg [7:0] data_out,
	output wire ready,
	inout i2c_sda,
	inout wire i2c_scl
	);
	localparam IDLE = 0;
	localparam START = 1;
	localparam ADDRESS = 2;
	localparam READ_ACK = 3;
	localparam WRITE_DATA = 4;
	localparam WRITE_ACK = 5;
	localparam READ_DATA = 6;
	localparam READ_ACK2 = 7;
	localparam STOP = 8;
	localparam DIVIDE_BY = 4;  
	reg [7:0] state;
	reg [7:0] saved_addr;
	reg [31:0] saved_data;
	reg [7:0] counter;
	reg  [15:0] counter2 = 0;
	reg write_enable;
	reg sda_out;
	reg i2c_scl_enable = 0;
	reg i2c_clk = 1;
	assign ready = ((rst == 0) && (state == IDLE)) ? 1 : 0;
	assign i2c_scl = (i2c_scl_enable == 0 ) ? 1 : i2c_clk;
	assign i2c_sda = (write_enable == 1) ? sda_out : 1'bz;
	always @(posedge clk) begin
		if (counter2 == (DIVIDE_BY/2) - 1) begin
			i2c_clk <= ~i2c_clk;
			counter2 <= 0;
		end
		else counter2 <= counter2 + 1;
	end 
	always @(negedge i2c_clk, posedge rst) begin
		if(rst == 1) begin
			i2c_scl_enable <= 0;
		end else begin
			if ((state == IDLE) || (state == START) || (state == STOP)) begin
				i2c_scl_enable <= 0;
			end else begin
				i2c_scl_enable <= 1;
			end
		end
	end
	always @(posedge i2c_clk, posedge rst) begin
		if(rst == 1) begin
			state <= IDLE;
		end		
		else begin
			case(state)
				IDLE: begin
					if (enable) begin
						state <= START;
						saved_addr <= {addr, rw};
						saved_data <= data_in;
					end
					else state <= IDLE;
				end
				START: begin
					counter <= 7;
					state <= ADDRESS;
				end
				ADDRESS: begin
					if (counter == 0) begin 
						state <= READ_ACK;
					end else counter <= counter - 1;
				end
				READ_ACK: begin
					if (i2c_sda == 0) begin
						counter <= 31;
						if(saved_addr[0] == 0) state <= WRITE_DATA;
						else state <= READ_DATA;
					end else state <= STOP;
				end
				WRITE_DATA: begin
					if(counter == 0) begin
						state <= READ_ACK2;
					end else counter <= counter - 1;
				end
				READ_ACK2: begin
					if ((i2c_sda == 0) && (enable == 1)) state <= IDLE;
					else state <= STOP;
				end
				READ_DATA: begin
					data_out[counter] <= i2c_sda;
					if (counter == 0) state <= WRITE_ACK;
					else counter <= counter - 1;
				end
				WRITE_ACK: begin
					state <= STOP;
				end
				STOP: begin
					state <= IDLE;
				end
			endcase
		end
	end
	always @(negedge i2c_clk, posedge rst) begin
		if(rst == 1) begin
			write_enable <= 1;
			sda_out <= 1;
		end else begin
			case(state)
				START: begin
					write_enable <= 1;
					sda_out <= 0;
				end
				ADDRESS: begin
					sda_out <= saved_addr[counter];
				end
				READ_ACK: begin
					write_enable <= 0;
				end
				READ_ACK2: begin
					write_enable <= 0;
				end
				WRITE_DATA: begin 
					write_enable <= 1;
					sda_out <= saved_data[counter];
				end
				WRITE_ACK: begin
					write_enable <= 1;
					sda_out <= 0;
				end
				READ_DATA: begin
					write_enable <= 0;				
				end
				STOP: begin
					write_enable <= 1;
					sda_out <= 1;
				end
			endcase
		end
	end
endmodule
`timescale 1ns / 1ps
module i2c_slave_controller(
    inout i2c_sda,
    inout i2c_scl,
    output [31:0] dataout,  
    output [2:0] state_out,  
    output rx_done,  
    output start_out  
    );
    localparam ADDRESS = 7'b0101010;  
    localparam IDLE = 0;
    localparam READ_ADDR = 1;
    localparam SEND_ACK = 2;
    localparam READ_DATA = 3;
    localparam SEND_ACK2 = 4;
    reg start = 1'b1; 
    assign start_out = start;
    reg [4:0] counter = 5'b00111;
    reg [2:0] state = IDLE;
    reg [7:0] rx_addr = 8'b00000000;
    reg [31:0] data_in = 32'b00000000;
    reg write_enable = 1'b0;  
    reg sda_out;
    assign i2c_sda = (write_enable == 1) ? sda_out : 1'bz;
    reg [31:0] data_out_intermediate;  
    assign dataout = data_out_intermediate;
    reg rx_done_flag = 0;
    assign rx_done = rx_done_flag;
    assign state_out = state;
     always @(negedge i2c_scl) begin  
        case(state)
            IDLE: begin
                write_enable <= 0;
            end
            READ_ADDR: begin
                write_enable <= 0;
            end
            SEND_ACK: begin
                write_enable <= 1;  
                sda_out <= 0;
            end
            READ_DATA: begin
                write_enable <= 0;  
            end
            SEND_ACK2: begin
                write_enable <= 1;  
                sda_out <= 0;
            end    
        endcase
    end  
    always @(posedge i2c_scl) begin  
        case(state)
            IDLE: begin
                if (start == 1) begin
                    state <= READ_ADDR;
                    rx_addr[7] <= i2c_sda;
                end
                counter <= 5'b00110;
            end
            READ_ADDR: begin
                rx_done_flag <= 0; 
                rx_addr[counter] <= i2c_sda;
                if (counter == 0) begin
                    if (rx_addr[7:1] == ADDRESS) begin 
                        rx_addr <= 8'b00000000;
                        state <= SEND_ACK;
                    end else begin
                        state <= IDLE;
                    end
                end else counter <= counter - 1; 
            end
            SEND_ACK: begin
                state <= READ_DATA;
                counter = 5'b11111;  
            end
            READ_DATA: begin
                data_in[counter] <= i2c_sda;  
                if(counter == 0) begin
                    state <= SEND_ACK2;
                end else counter <= counter - 1;
            end
            SEND_ACK2: begin
                data_out_intermediate <= data_in;
                rx_done_flag <= 1;  
                state <= IDLE;
                counter <= 5'b00110; 
            end
        endcase
    end        
endmodule
`timescale 1ns / 1ps
module i2c_top( 
    output wire [7:0] led_output,
    input en,
    input rst,
    input clk,
    input [7:0] data_in_input,
    output sda_out,
    output scl_out,
    output rdy_out,
    output [2:0] state_out,
    output en_out,
    output [7:0] slave_data_output
    );
    assign sda_out = i2c_sda;
    assign scl_out = i2c_scl;
	reg [6:0] addr = 7'b0101010;
	reg rw = 0;
	wire [7:0] data_out;
    wire ready;
    wire [7:0] slave_data_out;
    assign slave_data_output = slave_data_out;
	wire i2c_sda;
	wire i2c_scl;
	assign led_output = slave_data_out; 
    assign rst_out = rst;
    assign en_out = en;
    assign rdy_out = master.ready;
	i2c_master_controller master (
		.clk(clk), 
		.rst(rst), 
		.addr(addr), 
		.data_in(data_in_input), 
		.enable(en), 
		.rw(rw), 
		.data_out(data_out), 
		.ready(ready), 
		.i2c_sda(i2c_sda), 
		.i2c_scl(i2c_scl)
	);
	i2c_slave_controller slave (
    .i2c_sda(i2c_sda), 
    .i2c_scl(i2c_scl),
    .dataout(slave_data_out),
    .state_out(state_out)
    );
endmodule
[/design/flow/run.sh]
#!/bin/bash
# OpenROAD 26Q1-2900-gdf79404cd8, Yosys 0.63+post, stock flow scripts
make -C /OpenROAD-flow-scripts/flow DESIGN_CONFIG=/design/flow/config.mk WORK_HOME=/design/flow/orfs finish
==> results.tsv <==
stage	metric	value	unit
outcome	status	finished, final reports clean	
global_route	grt_pass1_vias	1619	
clock_tree	cts_made_buffers	3	
global_route	grt_max_degree	33	
global_route	grt_first_pass_wirelength	7.34	mm
setup_path	path_class	reg -> out	
logic_synthesis	async_flop_share	0.152	
flow_run	warning_count	36	
logic_synthesis	synth_seq_share	0.608	
timing	finalSetupViolCount	0	
pwr	power_density	99.8	nW/µm²
drt	vias	1717	
drt	met3_length	125	µm
die	dieHeight	87.4	µm
clock_tree	clock_latency	0.25	ns
drt	drt-total-wl	4.21	mm
timing	skew	0.00235	ns
logic_synthesis	ys_warn_count	11	
global_route	grt_usage	0.126	
pwr	fin_total_pwr	324	µW
flow_run	cap_violations	0	
finish	drive_gt1_frac	0.0502	
timing	fmax	377	MHz
clock_tree	cts_root_buf	clkbuf_8	
global_route	antenna_found_initial	0	
drt	avgViaCountPerCell	4.84	
drt	wl_met2	1.85	mm
logic_synthesis	top_area_frac	0.412	
die	die_w	87.4	µm
global_route	grt-ovfl-total	0	
timing	maxSlewViolCount	0	
logic_synthesis	ys_area	2920	µm²
clock_tree	cts_tree	yes	
placement	dpl.hpwl	3.10	mm
setup_path	slowest_stage	edfxtp_1	
logic_synthesis	yosysUniqueCellTypes	48	
timing	setup-tns-final	0	ns
setup_path	arrival	1.91	ns
min_path	hold_class	reg -> reg	
die	core	6910	µm²
drt	met1_length	2.23	mm
clock_tree	clockBufferDepth	2	
clock_tree	clk_pin_slew_worst_paths	0.06	ns
timing	rsz0062_at_grt	no	
setup_path	critPathMaxStageDelay	0.67	ns
timing	final.period_utilization	0.717	
logic_synthesis	postSynthCellCount	241	
drt	routedWlPerCell	11.9	µm
drt	antenna_left	0	
finish	layout.cells.non_filler	355	
drt	antenna_cells	0	
setup_path	crit_chain	inv_1 > nand2_1 > buf_4 > clkdlybuf4s50_1	
clock_tree	cts_hold_buf	0	
timing	slew_headroom	0.429	
drt	drt-pass1-iter-count	4	
timing	whs	0.468	ns
setup_path	critPathBufInv	3	
placement	io_buffers	23	
drt	drc	0	
logic_synthesis	synth_area	2920	µm²
drt	top_layer_used	met4	
placement	gp_congestion	0.790	
clock_tree	post-cts-setup-buffers	0	
setup_path	critPathTopFamily	buffers and inverters	
timing	untimed_endpoints	107	
clock_tree	htreeDepth	1	
logic_synthesis	flop_cell	edfxtp_1	
logic_synthesis	avgSynthCellArea	12.1	µm²
die	rows	30	
clock_tree	post_cts_resized	0	
logic_synthesis	ys_top_cells_by_count	edfxtp_1, nor2_1, xnor2_1	
logic_synthesis	ys_cells	241	
die	fp_util	0.422	
logic_synthesis	edf_count	40	
timing	unclocked_regs	49	
logic_synthesis	topCellsByArea	edfxtp_1, dfxtp_1, dfrtp_1	
timing	hold_viol_final	0	
timing	tightest_slew	0.850	ns
setup_path	start_kind	flop	
finish	syn2layout_area_growth	11.2	%
logic_synthesis	top_area_cell	edfxtp_1	
pwr	leakage	1.10	nW
die	dieArea	7630	µm²
setup_path	worstSetupEndpointType	primary output	
placement	place_inst	351	
setup_path	critPathMaxFanout	32	
logic_synthesis	yosysMostFrequentCell	edfxtp_1	
finish	fin_util	0.470	
setup_path	required	2.96	ns
die	ios	34	
timing	period_minus_slack	2.65	ns
logic_synthesis	synth-seq-cells	66	
drt	drt-initial-drc-count	77	
pwr	peakVddDrop	0.302	mV
## layout make-up
type | instances | area (µm²)
inverter | 12 | 45.0
sequential | 66 | 1770
tap | 96 | 120
clock buffer | 4 | 45.0
multi-input combinational | 152 | 1010
timing repair buffer | 25 | 245
fill | 629 | 3660
## placed cells by master, fill, tap and decap left out, types with 9 or more instances in the layout
cell and n:
nand3_1 9, nor2_1 18, nand2_1 13, and2_1 11, edfxtp_1 40, clkdlybuf4s50_1 23, xnor2_1 18, inv_1 12
dfxtp_1 16, nor3_1 9
## per-layer routing
layer  track usage  vias to the layer above
met5             0                        -
met4       0.00447                        0
met3        0.0144                        2
met2         0.199                       31
met1         0.215                      800
li1              -                      884
## report_power, final
| group | internal [mW] | switching (mW) |
|---|---|---|
| combinational | 0.00291 | 0.00319 |
| clock | 0.0762 | 0.0570 |
| sequential | 0.185 | 0 |
## final timing paths
check	startpoint	endpoint	slack, ns	cells after the start
setup reg to reg	master.counter2[2]	master.counter2[13]	2.11	4
setup / recovery	master.i2c_clk	scl_out	1.05	4
hold / removal	master.counter2[15]	master.counter2[15]	0.47	1
hold reg to reg	master.counter2[15]	master.counter2[15]	0.47	1
## kinds of logic after synthesis
family,after synthesis,share of synthesized area
buf+inv,24,0.0451
fa+ha+maj,7,0.0300
flops,66,0.608
xor+xnor,21,0.0631
compound gates,30,0.0785
other cells,1,0.00129
simple gates,92,0.174
## sequential cells by signal (all words and copies together) (netlist names)
register                     flops
master.counter2                 16
master.state                     9
master.counter                   8
slave.data_in                    8
slave.data_out_intermediate      8
slave.rx_addr                    7
slave.counter                    5
slave.state                      3
master.i2c_clk                   1
master.i2c_scl_enable            1
## per-stage QoR
step / cell area, µm² / worst slack, ns
2_1_floorplan: 2920 / 1.96
5_1_grt: 3240 / 0.834
3_3_place_gp: 3200 / 1.21
3_5_place_dp: 3200 / 1.21
6_report: 3240 / 1.05
4_1_cts: 3240 / 0.993
Power and IR drop assume default switching activity.
